===== /design/flow/config.mk =====
export PLATFORM = sky130hd
export DESIGN_NAME = dco
export DESIGN_NICKNAME = dco
export VERILOG_FILES = /design/flow/design.v
export SDC_FILE = /design/flow/constraint.sdc
export NUM_CORES = 4
export LEC_CHECK = 1
export CORE_AREA = 10 10 108 108
export DIE_AREA = 0 0 118 118

===== /design/flow/constraint.sdc =====
current_design dco

set clk_period 1.9
set clk_io_pct 0.2

create_clock -name clk0 -period $clk_period [get_ports {clk}]

set non_clock_inputs [all_inputs -no_clocks]
set_input_delay [expr $clk_period * $clk_io_pct] -clock clk0 $non_clock_inputs
set_output_delay [expr $clk_period * $clk_io_pct] -clock clk0 [all_outputs]

===== /design/flow/design.v =====
`timescale 1ns/1ps
module dco(
    input        clk,
    input        reset,
    input        en,
    input  [7:0] dco_code,
    output       dco_out
);
  wire [15:0] coarse;  
  assign coarse = (dco_code[3:0] < 16) ? (((16'b1 << dco_code[3:0]) - 1'b1) << dco_code[7:4]) : 16'b0;
  dco_mode K1(
      .clk(clk),
      .rst_n(~reset),
      .en(en),
      .coarse(coarse),
      .dco_out(dco_out)
  );
endmodule
`timescale 1ns/1ps
module dco_mode (
    input wire clk,
    input wire rst_n,
    input wire en,
    output reg dco_out,
    input wire [15:0] coarse
);
    reg [7:0] period;
    reg [7:0] counter;
    reg [7:0] prev_period;
    always @(*)   
        begin
	casez (coarse)
            16'b1???????????????: period = 8'd100;
            16'b01??????????????: period = 8'd94;
            16'b001?????????????: period = 8'd90;
            16'b0001????????????: period = 8'd84;
            16'b00001???????????: period = 8'd80;
            16'b000001??????????: period = 8'd74;
            16'b0000001?????????: period = 8'd70;
            16'b00000001????????: period = 8'd64;
            16'b000000001???????: period = 8'd60;
            16'b0000000001??????: period = 8'd54;
            16'b00000000001?????: period = 8'd50;
            16'b000000000001????: period = 8'd44;
            16'b0000000000001???: period = 8'd40;
            16'b00000000000001??: period = 8'd34;
            16'b000000000000001?: period = 8'd30;
            16'b0000000000000001: period = 8'd10;
            default: period = 8'd50;
        endcase
        end
        wire [7:0] period2;
        assign period2 = period;
        reg fast_clk;   
        reg [3:0] fast_clk_div;  
        always @(posedge clk or negedge rst_n) begin
            if (~rst_n) begin
        fast_clk_div <= 4'd0;
        fast_clk <= 1'b0;
             end else begin
        fast_clk_div <= fast_clk_div + 1;
        if (fast_clk_div == 4'd4) begin   
            fast_clk <= ~fast_clk;
            fast_clk_div <= 4'd0;
        end
    end
end
    always @(posedge clk or negedge rst_n)
 begin
    if (~rst_n) begin
        counter <= 8'd0;
        dco_out <= 1'b0;
    end else if (en) begin
        if (counter >= prev_period) begin
            dco_out <= ~dco_out;
            counter <= 8'd0;
        end else begin
            counter <= counter + 1;
        end        
    end
end
always@(posedge fast_clk) begin 
     prev_period <= period;
end
endmodule

===== /design/flow/run.sh =====
#!/bin/bash
# OpenROAD 26Q1-2900-gdf79404cd8, Yosys 0.63+post, stock flow scripts
make -C /OpenROAD-flow-scripts/flow DESIGN_CONFIG=/design/flow/config.mk WORK_HOME=/design/flow/orfs finish

==> flow_metrics.tcl <==
# metrics dict for downstream scripts
set metrics [dict create \
    outcome "finished with violations" \
    violations "negative setup slack" \
    p_leak_nw 1.03 \
    synth_area_mm2 0.00228 \
    die_height_um 118 \
    cap_violations 0 \
    clk_latency_ps 240 \
    crit_family "AND-OR/OR-AND gates" \
    fmaxAchievable_mhz 515 \
    areaGrowthSynthToFinish_pct 14.7 \
    setup.worst_path.class "reg -> reg" \
    ff_type "dfrtp_1" \
    ys.flops 20 \
    synthArstFlopShare_pct 70.0 \
    die_x_um 118 \
    seq_area_frac_synth_pct 20.6 \
    cts_root_buf "clkbuf_8" \
    final-setup-viol-count 5 \
    avgSynthCellArea_um2 8.06 \
    grt_pass1_vias 2097 \
    cts_inserted_buffers 3 \
    slew_violations 0 \
    clkTransAtPathRegs_ps 60 \
    r2r_end "K1.counter[3]$_DFFE_PP0P_" \
    post-synth-top-area-cell "dfrtp_1" \
    core_mm2 0.00928 \
    drtIter0Drc 224 \
    antenna_found_initial 0 \
    r2r_start "K1.counter[2]$_DFFE_PP0P_" \
    crit_path_start "K1.counter[2]$_DFFE_PP0P_" \
    path_cells "ha_1 > a21boi_2 > o21a_1 > o21a_1 > o21a_1 > o21ai_4 > nand3_2 > o22ai_2" \
    hold_path_class "in -> async" \
    finalWorstSetupSlack_ps -40.4 \
    cpMostUsedCell "o21a_1" \
    routed_wirelength_um 5430 \
    rsz0062_at_grt "true" \
    cp-start-kind "register" \
    cts-hold-fix-buffers 0 \
    period_needed_ps 1940 \
    row_count 35 \
    grt_max_degree 28 \
    grt_usage_pct 7.77 \
    finClkSkew_ps 4.49 \
    wl_per_cell_um 13.0 \
    reg2regPathDepth 8 \
    synth_chip_area_mm2 0.00228 \
    htreeDepth 1 \
    edf_count 0 \
    worstPathMaxFanout 6 \
    dpl_worst_slack_ps -74.7 \
    drive_gt1_share_pct 12.5 \
    hpwl_um 4020 \
    required_ps 2070 \
    grt_pass1_wl_um 9770 \
    ir_worst_vdd_v 0.000301 \
    place_inst 412 \
    ys_cells 283 \
    unclocked_pins 6 \
    yosysWarnings 1 \
    ys_types 75 \
    gp_congestion 0.906 \
    unconstrained_endpoints 6 \
    cts_tree "done" \
    max_stage_delay_ps 380 \
    fin_crit_sh_pct 102 \
    place_area_mm2 0.00252 \
    cp_slowest_cell "dfrtp_1" \
    viasPerCell 5.17 \
    tightest_slew_ps 858 \
    n_antenna_cell 0 \
    portBuffers 11 \
    io_pins 12 \
    finalInstanceArea_mm2 0.00262 \
    cp.arrival_ps 2110 \
    finalNonFillerCells 417 \
    power_density_mw_per_mm2 582 \
    critPathCaptureType "register" \
    die_area_mm2 0.0139 \
    finalHoldViolCount 0 \
    netlist_instances 283 \
    maxSlewHeadroom_pct 42.6 \
    crit_end "K1.counter[3]$_DFFE_PP0P_" \
    warning_count 28 \
    fp_util_pct 24.6 \
    ant_nets 0 \
    dr_total_vias 2154 \
    r2r_slack_ps -40 \
    drtPass1Iterations 4 \
    globalRouteOverflowTotal 0 \
    crit_buf_inv 0 \
    top_area_share_pct 15.4 \
    drc 0 \
    top_cells_by_area "dfrtp_1 (15%), ha_1 (5.5%), dfxtp_1 (5.3%)" \
    worstSetupPathDepth 8 \
    clock_path_buffers 2 \
]
-- where the power goes --
group / total [mW] / switching, mW / internal (mW) / leakage [nW]
logic: 0.845 / 0.437 / 0.408 / 0.793
registers: 0.442 / 0.0648 / 0.377 / 0.215
clock network: 0.237 / 0.0973 / 0.140 / 0.0216
-- worst reg2reg max path: stages, from the launching register on --
cell and delay [ps]:
dfrtp_1 380, ha_1 270, a21boi_2 150, o21a_1 160, o21a_1 160, o21a_1 190, o21ai_4 250, nand3_2 120
o22ai_2 180
-- registers in the layout (all words and copies together), names as in the netlist --
signal	flops
K1.fast_clk_div	4
K1.counter	8
K1.fast_clk	1
K1.dco_out	1
K1.prev_period	6
-- cell families after synthesis --
family,after synthesis,synth area share [%]
compound gates,94,32.7
mux,8,4.11
buf+inv,38,7.57
xor+xnor,6,2.30
flops,20,20.6
fa+ha+maj,10,5.48
simple gates,107,27.2
-- layout make-up --
class,instances,area (um^2)
clock buffers,3,41.3
fillers,997,6670
inverters,19,71.3
multi-input cells,225,1690
flip-flops and latches,20,470
well taps,129,161
repair buffers,21,185
-- cell usage in the layout (no fill, tap or decap), types with 4 or more instances in the layout --
cell             instances
nor2_1                  23
nand2_1                 17
inv_1                   16
dfrtp_1                 14
o21ai_0                 12
nand3_1                 11
clkdlybuf4s50_1         11
buf_4                   10
a21oi_1                  9
ha_1                     9
nor3_1                   8
dfxtp_1                  6
nand2b_1                 6
mux2i_1                  6
a21o_1                   6
o211ai_1                 6
and2_1                   5
o21a_1                   4
nand4_1                  4
a31oi_1                  4
o2bb2ai_1                4
xnor2_1                  4
o31ai_1                  4
and3_1                   4
-- cell usage after synthesis (4+ instances only) --
master and count:
mux2i_1 6, nand2b_1 6, nor2_1 23, a21oi_1 10
o2bb2ai_1 4, o211ai_1 6, buf_2 6, and3_1 4
dfrtp_1 14, clkbuf_1 7, ha_1 10, a31oi_1 4
inv_1 17, o21ai_0 13, nor3_1 8, buf_4 4
xnor2_1 4, nand4_1 4, and2_1 5, dfxtp_1 6
a21o_1 6, nand3_1 12, nand2_1 17, o21a_1 4
o31ai_1 4
-- metal layers --
layer | share of wire, % | track usage, % | up-vias
met1 | 49 | 11.0 | 1005
met5 | 0 | 0 | -
met4 | 0.94 | 0.850 | 0
met3 | 3.4 | 0.681 | 6
li1 | - | - | 1099
met2 | 47 | 12.9 | 44
-- worst min-delay path by stage --
stage | from | endpoint | cells after the start
after CTS | K1.dco_out$_DFFE_PP0P_ | K1.dco_out$_DFFE_PP0P_ | 1
after global routing | K1.dco_out$_DFFE_PP0P_ | K1.dco_out$_DFFE_PP0P_ | 1
final | reset | K1.counter[5]$_DFFE_PP0P_ | 2
-- what timing repair did --
action                     CTS  global route
setup endpoints to repair    8             9
gates resized                6             2
setup buffers                1             1
pin swaps                    5            10
-- through the flow --
stage	hold WS [ps]	setup TNS, ps	power [mW]	util [%]
2_1_floorplan	269	0	0.961	-
3_3_place_gp	460	-72.8	1.20	27.1
3_5_place_dp	466	-121	1.20	27.1
4_1_cts	475	-20.2	1.49	28.0
5_1_grt	511	-885	1.65	28.2
6_report	473	-112	1.52	28.2
Power and IR drop assume default switching activity.
